==> design.v <==
`timescale 1ns / 1ps
module RegFile(Ra, Rb, Buss, clk, regWE, reset, DR, SR1, SR2);
	input[15:0] Buss;
	input clk, regWE, reset;
	input[2:0] DR, SR1, SR2;
	output[15:0] Ra, Rb;
	wire[15:0] r0, r1, r2, r3, r4, r5, r6, r7;
	wire[7:0] ld;
	assign Ra = (SR1 == 3'b000)? r0:
					(SR1 == 3'b001)? r1:
					(SR1 == 3'b010)? r2:
					(SR1 == 3'b011)? r3:
					(SR1 == 3'b100)? r4:
					(SR1 == 3'b101)? r5:
					(SR1 == 3'b110)? r6:
					r7;
	assign Rb = (SR2 == 3'b000)? r0:
					(SR2 == 3'b001)? r1:
					(SR2 == 3'b010)? r2:
					(SR2 == 3'b011)? r3:
					(SR2 == 3'b100)? r4:
					(SR2 == 3'b101)? r5:
					(SR2 == 3'b110)? r6:
					r7;
	assign ld = (regWE == 1'b1 && DR == 3'b000)? 8'd1:
					(regWE == 1'b1 && DR == 3'b001)? 8'd2:
					(regWE == 1'b1 && DR == 3'b010)? 8'd4:
					(regWE == 1'b1 && DR == 3'b011)? 8'd8:
					(regWE == 1'b1 && DR == 3'b100)? 8'd16:
					(regWE == 1'b1 && DR == 3'b101)? 8'd32:
					(regWE == 1'b1 && DR == 3'b110)? 8'd64:
					(regWE == 1'b1 && DR == 3'b111)?8'd128:
					8'd0;
	register R0(r0, clk, Buss, reset, ld[0]);
	register R1(r1, clk, Buss, reset, ld[1]);
	register R2(r2, clk, Buss, reset, ld[2]);
	register R3(r3, clk, Buss, reset, ld[3]);
	register R4(r4, clk, Buss, reset, ld[4]);
	register R5(r5, clk, Buss, reset, ld[5]);
	register R6(r6, clk, Buss, reset, ld[6]);
	register R7(r7, clk, Buss, reset, ld[7]);
endmodule
`timescale 1ns / 1ps
module register(dout, clk, din, reset, load);
		input clk, reset, load;
		input [15:0] din;
		output reg [15:0] dout;
		always @(posedge clk)
			if (reset) dout <= 16'd0;
			else if (load) dout <= din;
endmodule
==> run.sh <==
#!/bin/bash
# OpenROAD 26Q1-2900-gdf79404cd8, Yosys 0.63+post, stock flow scripts
make -C /OpenROAD-flow-scripts/flow DESIGN_CONFIG=/design/flow/config.mk WORK_HOME=/design/flow/orfs finish
==> config.mk <==
export PLATFORM = sky130hd
export DESIGN_NAME = RegFile
export DESIGN_NICKNAME = RegFile
export VERILOG_FILES = /design/flow/design.v
export SDC_FILE = /design/flow/constraint.sdc
export NUM_CORES = 4
export LEC_CHECK = 1
export CORE_UTILIZATION = 50
==> constraint.sdc <==
current_design RegFile

set clk_period 4.6
set clk_io_pct 0.2

create_clock -name clk0 -period $clk_period [get_ports {clk}]

set non_clock_inputs [all_inputs -no_clocks]
set_input_delay [expr $clk_period * $clk_io_pct] -clock clk0 $non_clock_inputs
set_output_delay [expr $clk_period * $clk_io_pct] -clock clk0 [all_outputs]
==> summary.txt <==
run results: status finished clean, Critical Path Fanout Max 26, Init Core Util 51.2%, synthesis area per yosys 0.00678 mm2, Core ar. 0.0132 mm2, Total Routing Usage GR 36.2%, Die W 118 um, Slew Limit Fails 0, Post-DP HPWL 15,500 um, Clock transition at path regs 0.06 ns, drt initial violations 576, # rows 42, Mapped Area 0.00678 mm2, final WL 23,800 um, crit path DAT 3.32 ns, crit path kind primary input to output pin, peak supply drop 0.298 mV, Layout area overhead 18.9%, flops out of synthesis 128, DRC 0, Simple-Gate Fraction of Synth Area 20.8%, worst endpoint required time 3.68 ns, RSZ-0062 raised after global routing no, ao+oa area frac 23.5%, initial antenna violation count 0, CTS H-Tree Depth 4, synth warn 1, headroom to the max-slew limit 46.8%, Worst Clk Skew 0 ns, Die Ht 118 um, sequential share of the synthesized area 37.8%, GRT overflow 0, startpoint types primary input, PwrDens 362 mW/mm2, Routed WL per cell 21.4 um, Max Cap Viol 0, Final Hold Fails 0, post_cts resized 0, adder share 0%, CTS buffer count 17, first-pass iteration count of the detailed router 7, worst reg2reg path depth 2, clk sinks 128, post-route setup TNS 0 ns, Cells after DPL 1,082, first-pass GRT wire length 36,900 um, Clk Latency, worst-skew pair 0.42 ns, Synth Instances 897, Top logic family AND-OR/OR-AND gates, # diodes 0, tool warnings 26, Yosys cell types 40, Routability Congestion 0.946, Final ANT Viol Nets 0, Die ar. 0.0140 mm2, leak pwr 2.84 nW, CTS tree built, Root Driver clkbuf_16, Hold Path Class flip-flop to flip-flop, vias in the first global route 6,451, post-CTS setup buffers 0, Fillers 1,136, Worst Tran Pin Value 0.797 ns, MUX area fraction 11.5%, XOR/XNOR Area Share 0%, layout cell share with drive strength beyond 1 10.3%, Layout Cells excl Fill 1,114, final worst path period need 4.24 ns, Ports 60, critical path capture point type output pin, largest net degree at the start of global routing 76, input/output buffers 59, Mean Syn Cell Area 7.56 um2, cells in synth_stat.txt 897, Max Fclk 236 MHz, vias 6,787, post-layout period usage 92.2%, hold depth 2, Setup violations, final 0, # hold bufs at CTS 0, clk buf depth 2, vias per inst 6.09
flip-flops by register name, indices dropped and copies added, names as in the netlist:
signal   count
R3.dout     16
R7.dout     16
R6.dout     16
R1.dout     16
R4.dout     16
R0.dout     16
R2.dout     16
R5.dout     16
layout by cell type (no fill, tap or decap), drive strengths merged, types with 11 or more instances in the layout:
master and instances:
nor2b 13, mux2i 45, mux2 13, o21ai 31, clkbuf 17, inv 23, a22o 13, dfxtp 128
nor2 27, a221oi 13, buf 32, a21oi 147, o22ai 11, clkdlybuf4s50 55, nand2 282
path summary, 6_finish.rpt:
path / slack [ns] / endpoint / from
worst max register to register: 3.90 / R5.dout[15]$_SDFFE_PP0P_ / R5.dout[15]$_SDFFE_PP0P_
worst max-delay path: 0.36 / Rb[4] / SR2[1]
worst min register to register: 0.46 / R7.dout[2]$_SDFFE_PP0P_ / R7.dout[2]$_SDFFE_PP0P_
worst min-delay path: 0.46 / R7.dout[2]$_SDFFE_PP0P_ / R7.dout[2]$_SDFFE_PP0P_
final cells by class:
cell class / count / area (um2) / area share, %
multi-input combinational: 672 / 3780 / 46.9
tap: 176 / 220 / 2.73
inverter: 19 / 71.3 / 0.885
sequential: 128 / 2560 / 31.8
clock inverter: 15 / 208 / 2.58
clock buffer: 17 / 425 / 5.28
timing repair buffer: 87 / 796 / 9.87
layer usage:
layer / part of all wire, % / wire length (um) / global-route usage (%) / vias up
li1: - / - / - / 3156
met1: 42 / 9930 / 51.6 / 3260
met2: 45 / 10700 / 53.6 / 318
met3: 11 / 2540 / 13.5 / 53
met4: 2.7 / 647 / 9.10 / 0
met5: 0 / 0 / 0 / -
critical path, stage by stage:
cell and delay [ns]:
clkdlybuf4s50_1 0.58, buf_4 0.37, a21bo_2 0.43, a22o_1 0.19, a221oi_1 0.05, o22ai_1 0.25, clkdlybuf4s50_1 0.52
Yosys cell counts:
library cell	count	area [um2]
buf_6	2	22.5
a221oi_1	13	114
a211o_1	9	78.8
nor2_2	5	31.3
o21ai_0	31	155
o22ai_1	11	68.8
nor3b_2	1	12.5
a21bo_2	1	10.0
or3_1	1	6.26
nand2_1	282	1060
a21oi_1	147	736
inv_1	19	71.3
o2bb2ai_1	9	78.8
and3b_1	2	17.5
a22oi_1	2	15.0
mux2_2	13	146
buf_4	1	7.51
nand4_1	1	6.26
nor3_2	2	20.0
a31o_2	1	8.76
dfxtp_1	128	2560
a21o_1	4	30.0
or3b_1	1	8.76
mux2i_1	45	450
nor2_1	22	82.6
clkbuf_1	31	116
a21boi_0	1	7.51
o31ai_1	4	30.0
nand3_1	5	25.0
a22o_1	13	114
nand2b_1	6	37.5
buf_1	1	3.75
buf_2	43	215
mux4_2	8	180
nor4b_1	1	8.76
or2_2	2	12.5
o221ai_1	9	78.8
a211oi_1	1	7.51
a221o_1	6	60.1
nor2b_1	13	81.3
cell families after synthesis:
group,Yosys count
compound gates,262
flops,128
mux,66
simple gates,344
buf+inv,97
report_power, final:
| group | total [mW] | switching, mW | internal [mW] | leakage (nW) |
|---|---|---|---|---|
| registers | 1.15 | 0.0194 | 1.13 | 1.04 |
| logic | 0.323 | 0.193 | 0.130 | 1.50 |
| clock network | 1.44 | 0.529 | 0.913 | 0.297 |
stage by stage:
stage               util [%]  setup slack, ns  area [um2]  hold WS (ns)  power [mW]
global route            60.9            0.246        8060         0.481        3.01
global placement        56.1            0.445        7430         0.447        1.49
floorplan                  -             1.81        6780         0.436        1.36
CTS                     60.9            0.381        8060         0.462        2.93
detailed placement      56.1            0.383        7430         0.454        1.49
finish                  60.9            0.361        8060         0.465        2.92
No activity file was given, so power comes from the tool's default toggle rates.
