**design/flow/config.mk**
```make
export PLATFORM = sky130hd
export DESIGN_NAME = complete
export DESIGN_NICKNAME = complete
export VERILOG_FILES = /design/flow/design.v
export SDC_FILE = /design/flow/constraint.sdc
export NUM_CORES = 4
export LEC_CHECK = 1
export CORE_AREA = 10 10 81 81
export DIE_AREA = 0 0 91 91
```
**design/flow/constraint.sdc**
```tcl
current_design complete

set clk_period 1.1
set clk_io_pct 0.2

create_clock -name clk0 -period $clk_period [get_ports {clk}]

set non_clock_inputs [all_inputs -no_clocks]
set_input_delay [expr $clk_period * $clk_io_pct] -clock clk0 $non_clock_inputs
set_output_delay [expr $clk_period * $clk_io_pct] -clock clk0 [all_outputs]
```
**design/flow/design.v**
```verilog
`timescale 1ns / 1ps
module complete(Reg_out, din, regWE, clr, clk, waddr, raddr);
		output[3:0] Reg_out;
		input[3:0] din;
		input clr, clk, regWE;
		input[1:0] waddr, raddr;
		wire[15:0] dout;
		word_register wr1(dout, waddr, regWE, din, clk, clr);
		mux164 m1(Reg_out, raddr, dout[15:12], dout[11:8], dout[7:4], dout[3:0]);		
endmodule
`timescale 1ns / 1ps
module decorder24(q,a);
	input[1:0] a;
	output[3:0] q;
	assign q = (4'b0001 << a);
endmodule
`timescale 1ns / 1ps
module feff(q, clk, d, clr);
	input clk, clr, d;
	output reg q;
	always @(negedge clk)
		if(clr) q <= 0;
		else q <= d;
endmodule
`timescale 1ns / 1ps
module mux164(result, sel, din3, din2, din1, din0);
		input[1:0] sel;
		input[3:0] din3, din2, din1, din0;
		output[3:0] result;
		mux41 m0(result[0], sel,{din3[0],din2[0],din1[0],din0[0]});
		mux41 m1(result[1], sel,{din3[1],din2[1],din1[1],din0[1]});
		mux41 m2(result[2], sel,{din3[2],din2[2],din1[2],din0[2]});
		mux41 m3(result[3], sel,{din3[3],din2[3],din1[3],din0[3]});
endmodule
`timescale 1ns / 1ps
module mux21(q, sel, a, b);
	output q;
	input sel, a, b;
	wire selbar, a1, a2;
	not(selbar, sel);
	and(a1, selbar, a);
	and(a2, sel, b);
	or(q, a1, a2);
endmodule
`timescale 1ns / 1ps
module mux41(result,sel,din);
		input[1:0] sel;
		input[3:0] din;
		output result;
		wire temp0, temp1;
		mux21 N0(temp0, sel[0], din[0], din[1]);
		mux21 N1(temp1, sel[0], din[2], din[3]);
		mux21 N2(result, sel[1], temp0, temp1);
endmodule
`timescale 1ns / 1ps
module reg_four(dout, din, write, clr, clk);
		output[3:0] dout;
		input[3:0] din;
		input write, clr, clk;
		reg_one r0(dout[0], din[0], write, clr, clk);
		reg_one r1(dout[1], din[1], write, clr, clk);
		reg_one r2(dout[2], din[2], write, clr, clk);
		reg_one r3(dout[3], din[3], write, clr, clk);
endmodule
`timescale 1ns / 1ps
module reg_one(dout, din, write, clr, clk);
		output dout;
		input din, write, clr, clk;
		wire temp1;
		feff f1(dout, clk, temp1, clr);
		mux21 m1(temp1, write, dout, din);
endmodule
`timescale 1ns / 1ps
module word_register(dout, addr, regWE, din, clk, clr);
		output[15:0] dout;
		input[1:0] addr;
		input regWE, clk, clr;
		input[3:0] din;
		wire[3:0] sel;
		wire temp0, temp1, temp2, temp3;
		and(temp0, sel[0], regWE);
		and(temp1, sel[1], regWE);
		and(temp2, sel[2], regWE);
		and(temp3, sel[3], regWE);
		decorder24 d1(sel, addr);
		reg_four r0(dout[3:0], din, temp0, clr, clk);
		reg_four r1(dout[7:4], din, temp1, clr, clk);
		reg_four r2(dout[11:8], din, temp2, clr, clk);
		reg_four r3(dout[15:12], din, temp3, clr, clk);
endmodule
```
**design/flow/run.sh**
```bash
#!/bin/bash
# OpenROAD 26Q1-2900-gdf79404cd8, Yosys 0.63+post, stock flow scripts
make -C /OpenROAD-flow-scripts/flow DESIGN_CONFIG=/design/flow/config.mk WORK_HOME=/design/flow/orfs finish
```
==> flow_summary.ini <==
; physical design summary
[outcome]
status = finished with violations
failed_checks = setup timing

[global_route]
antenna_found_initial = 0
grt_max_degree = 11
grt_overflow_total = 0
grt_usage = 0.0426
grt_first_pass_wirelength_um = 2880
grt_pass1_vias = 644

[yosys]
ys_area_um2 = 787
netlist_instances = 69
mux_share = 0.318
yosysSeqAreaShare = 0.407
synth-seq-cells = 16
yosys_warnings = 1
yosysUniqueCellTypes = 12
synth_area_um2 = 787
synthXorXnorAreaFrac = 0
synth_adder_area_share = 0
syn_avg_cell_area_um2 = 11.4
yosys.area_share.aoi = 0
ys_sh_simple = 0.208
ys_cells = 69
logic_family = multiplexers

[flow_run]
maxCapViolations = 0
tool_warnings = 44

[sta]
holdWs_ns = 0.469
finalSetupViolations = 18
setup_slack_ns = -0.871
tightest_slew_ns = 0.315
finalHoldViolCount = 0
finClkSkew_ns = 0
slew_headroom = 0.789
slew_violations = 0
rsz0062_at_grt = true

[worst_setup_path]
cp_slowest_stage_delay_ns = 0.46
start_kind = flip-flop
critical_path.slowest_cell = mux4_2
worstPathCellList = mux4_2 > buf_2
worstPathRequired_ns = 0.88
cp_max_fo = 2
worstSetupPathType = flip-flop to output port
crit_arrival_ns = 1.75
r2r_cells = 3
rrSetupSlack_ns = 0.45
end_kind = output port

[routing]
diodes = 0
wire_per_inst_um = 10.6
via_per_inst = 3.48
drtIter0Drc = 15
dr.pass1.iters = 4
ant_nets = 0
vias = 598
drc_errors = 0
wl_um = 1820

[placement]
dp_slack_ns = -0.947
io_buffer_count = 14
placed_area_um2 = 1040
place_congestion = 0.773

[floorplan]
io_pins = 15
chipArea_um2 = 8280
rows = 25
design.core.area_um2 = 4820
die.size.y_um = 91
die_x_um = 91
fp-utilization = 0.163

[clock_tree]
h-tree-depth = 1
numCtsBuffers = 3
cts.root.buffer_cell = clkbuf_8
clk_pin_slew_worst_paths_ns = 0.03
clock-sinks = 16
cts_tree = built
clkLatencyLatePin_ns = 0.31
clk_path_buf_depth = 2

[cells_and_area]
drive_gt1_frac = 0.343
stdcell_area_um2 = 1190
fill_cells = 516
area_delta_synth_final_pct = 51.0

[power]
ir_worst_vdd_v = 0.00103
pwr_density_cell_nw_per_um2 = 1240
leakagePower_nw = 0.595

[worst_hold_path]
min_path_type = flip-flop to flip-flop
holdPathStages = 2
## worst max-delay path by stage
stage,start,endpoint,slack (ns),cells past startpoint
after CTS,flip-flop,Reg_out[1],-0.90,2
after global routing,flip-flop,Reg_out[0],-0.93,2
final,flip-flop,Reg_out[3],-0.87,2
## synthesized netlist by cell type, drive strengths merged
cell type,instances,area [um^2]
nand2b,20,125
dfxtp,16,320
mux2i,16,160
buf,5,41.3
mux4,4,90.1
clkbuf,2,7.51
nand3b,2,15.0
and3b,1,10.0
inv,1,3.75
nand3,1,5.00
or3b,1,8.76
## cell families (layout without fill, tap and decap cells)
kind of cell,count (synthesis),count (layout)
flip-flops,16,16
AND/OR/NAND/NOR,25,25
multiplexers,20,20
buffers and inverters,8,44
## metrics by stage
stage	total power, mW	TNS, ns	std cells	util
after floorplan	0.813	-5.36	69	-
after global placement	0.893	-17.04	149	0.216
after CTS	1.51	-5.13	172	0.246
final	1.47	-5.15	172	0.247
after detailed placement	0.894	-16.95	149	0.216
after global routing	1.59	-5.46	172	0.247
## layer usage
layer,vias to the layer above,wire [um],track usage
li1,308,-,-
met1,273,949,0.0596
met2,17,754,0.0531
met3,0,116,0.0257
met4,0,0,0.0117
met5,-,0,0
## cell type report
cell class | count | area, um^2 | share of cell area
multi-input combinational | 45 | 459 | 0.386
sequential | 16 | 324 | 0.273
timing repair buffer | 24 | 215 | 0.181
tap | 67 | 83.8 | 0.0705
clock inverter | 17 | 65.1 | 0.0547
clock buffer | 3 | 41.3 | 0.0347
## critical path, delay by kind of cell (launching register included)
kind     cells  cell delay [ns]
mux          1             0.46
flops        1             0.31
buf+inv      1             0.13
## timing repair
item | in CTS | in global routing
buffers inserted | 3 | 0
setup endpoints to repair | 20 | 19
hold endpoints to repair | 0 | 0
hold buffers | 0 | 0
gates cloned | 1 | 0
pin swaps | 3 | 2
resized | 46 | 2
## layout by cell type, fill, tap and decap left out, drive strengths merged
cell | Yosys | final
nand3b | 2 | 2
mux4 | 4 | 4
nand2b | 20 | 20
dlygate4sd2 | 0 | 4
clkbuf | 2 | 3
or3b | 1 | 1
and3b | 1 | 1
nand3 | 1 | 1
clkdlybuf4s50 | 0 | 2
buf | 5 | 18
dfxtp | 16 | 16
inv | 1 | 16
clkinvlp | 0 | 1
mux2i | 16 | 16
## report_power, final
| part | switching [mW] | internal (mW) |
|---|---|---|
| Combinational | 0.0717 | 0.119 |
| Sequential | 0.00904 | 0.606 |
| Clock | 0.339 | 0.326 |
| Total | 0.419 | 1.05 |
No activity file was given, so power comes from the tool's default toggle rates.
